--- run.sh ---
#!/bin/bash
# OpenROAD 26Q1-2900-gdf79404cd8, Yosys 0.63+post, stock flow scripts
make -C /OpenROAD-flow-scripts/flow DESIGN_CONFIG=/design/flow/config.mk WORK_HOME=/design/flow/orfs finish
--- config.mk ---
export PLATFORM = sky130hd
export DESIGN_NAME = ImmGen
export DESIGN_NICKNAME = ImmGen
export VERILOG_FILES = /design/flow/design.v
export SDC_FILE = /design/flow/constraint.sdc
export NUM_CORES = 4
export LEC_CHECK = 1
export CORE_AREA = 10 10 70 70
export DIE_AREA = 0 0 80 80
--- constraint.sdc ---
current_design ImmGen

set clk_period 2.1
set clk_io_pct 0.2

create_clock -name clk0 -period $clk_period

set non_clock_inputs [all_inputs -no_clocks]
set_input_delay [expr $clk_period * $clk_io_pct] -clock clk0 $non_clock_inputs
set_output_delay [expr $clk_period * $clk_io_pct] -clock clk0 [all_outputs]
--- design.v ---
module ImmGen(
    input [31:0] instruction,
    output reg [63:0] immediate
    );
    always @(*)begin
        immediate={12'b000000000000,20'b00000000000000000000,20'b00000000000000000000,12'b000000000000};
        case(instruction[6:0])
            7'b0010011: begin
                            case(instruction[31]) 
                            1'b1: immediate={12'b111111111111,20'b11111111111111111111,20'b11111111111111111111,instruction[31:20]};
                            1'b0: immediate={12'b000000000000,20'b00000000000000000000,20'b00000000000000000000,instruction[31:20]};
                            endcase
                        end
            7'b0000011: begin
                            case(instruction[31])
                            1'b1: immediate={12'b111111111111,20'b11111111111111111111,20'b11111111111111111111,instruction[31:20]};
                            1'b0: immediate={12'b000000000000,20'b00000000000000000000,20'b00000000000000000000,instruction[31:20]};
                            endcase
                        end  
            7'b0100011: begin immediate[11:5]=instruction[31:25]; immediate[4:0]=instruction[11:7]; end 
            7'b1100011: begin 
                            case(instruction[31])
                            1'b1:  immediate={11'b11111111111,20'b11111111111111111111,20'b11111111111111111111,instruction[31],instruction[7],instruction[30:25],instruction[11:8],1'b0}; 
                            1'b0:   immediate={11'b00000000000,20'b00000000000000000000,20'b00000000000000000000,instruction[31],instruction[7],instruction[30:25],instruction[11:8],1'b0};
                            endcase
                end 
            7'b1101111: begin
                        case(instruction[31])
                        1'b1:immediate={3'b111,20'b11111111111111111111,20'b11111111111111111111,instruction[31],instruction[19:12],instruction[20],instruction[30:21],1'b0 };
                        1'b0:immediate={3'b000,20'b00000000000000000000,20'b00000000000000000000,instruction[31],instruction[19:12],instruction[20],instruction[30:21],1'b0 };
                        endcase
                        end 
            7'b1100111: begin immediate={12'b000000000000,20'b00000000000000000000,20'b00000000000000000000,instruction[31:20]};end 
            endcase
    end
endmodule
==> flow_summary.ini <==
; synthesis and place-and-route metrics
[die]
ios = 96
rows = 21
fp.dieW_um = 80
coreArea_mm2 = 0.00342
die_y_um = 80
dieArea_mm2 = 0.00640
fp_util = 0.210

[critical_path]
cp-end-kind = output port
cp.arrival_ns = 1.67
cpPeakStageDelay_ns = 0.58
cpMaxStageDelayCell = or4_4
required_ns = 1.68
crit_fanout = 6
path_class = input pin to output port
crit_top_cell = buf_6
cp-start-kind = input pin
path_cells = buf_6, or4_4, a21oi_4, buf_6, buf_6, a22o_4, buf_6

[detailed_routing]
wirelength_um = 3580
vias = 976
drc_errors = 0
drt_pass1_iterations = 4
ant_nets = 0
via_per_inst = 4.36
antennaDiodeCount = 0
wl_per_cell_um = 16.0
drtIter0Drc = 30

[logic_synthesis]
synth.distinct_cells = 23
top_area_cell = buf_4
postSynthCellCount = 95
topCellsByArea = buf_4, a21o_1, a211oi_1
yosys_area_um2 = 716
ys_warn_count = 1
yosys.area.top_type_share = 0.451
syn_avg_cell_area_um2 = 7.53
synth_area_um2 = 716
synth_stat.cells = 95
postSynthSeqShare = 0

[final_timing]
period_minus_slack_ns = 2.09
hold_violations = 0
finalSetupViolations = 0
fmax_mhz = 478
rsz0062_at_grt = true
fin_crit_sh = 0.996
setup_tns_ns = 0
slew_viol_final = 0
fin_ws_ns = 0.00761
relSlewSlack = 0.838
worst_pin_slew_ns = 0.243

[placed_design]
place_area_mm2 = 0.00148
preCtsSetupSlack_ns = -0.748
numPortBuffers = 96
gp_congestion = 0.840
hpwlAfterDp_um = 2540

[layout]
fillerInstances = 301
flops = 0
regArea_um2 = 0
final_cell_mix = dlygate4sd2_1, clkdlybuf4s50_1, buf_4
nClkBuffers = 0
layout_top_cell = dlygate4sd2_1
drive_above_1_share = 0.433
stdcell_area_mm2 = 0.00173
area_growth_pct = 142

[global_route]
grt_usage = 0.101
grt_pass1_vias = 1088
antenna_found_initial = 0
grt_max_degree = 12
grt_overflow = 0
grt_pass1_wl_um = 5400

[power]
power_mw = 0.167
power_frac_comb = 1.000
p_seq_frac = 0
p_sw_mw = 0.0604
p_leak_nw = 1.03
swShare = 0.361
p_per_area_mw_per_mm2 = 96.7
p_int_mw = 0.107
p_clk_frac = 0
vdd_drop_max_v = 0.0000323

[status]
status = complete, no violations

[run]
cap_violations = 0
tool_warnings = 34

[hold_path]
min_path_type = input pin to output port
[cell usage after synthesis, types with 2 or more instances]
cell and instances:
a211oi_1 6, nand3_1 2, inv_1 8, or2_2 2, buf_4 43, a22o_2 4, nor3_2 2, nand2_1 2
a21o_1 10, buf_6 3
[metrics by stage]
stage               cells   util  hold slack [ns]
floorplan              95      -            0.897
global placement      203  0.434             1.74
detailed placement    203  0.434             1.74
CTS                   221  0.497             1.35
global route          224  0.507             1.39
finish                224  0.507             1.36
[area by class of cell]
cell class / instances / area, µm² / area share
Tap cell: 46 / 57.6 / 0.0333
Timing Repair Buffer: 126 / 1130 / 0.656
Multi-Input combinational cell: 44 / 508 / 0.294
Inverter: 8 / 30.0 / 0.0174
[routing by layer]
metal  GRT usage  vias to the layer above  routed length (µm)  share of wire
met5           0                        -                   0              0
met4           0                        0                   0              0
met3      0.0489                        0                 472           0.13
met2       0.161                       61                1540           0.43
met1       0.129                      453                1560           0.44
li1            -                      462                   -              -
[path summary, 6_finish.rpt]
path / endpoint / from / slack [ns] / cells after the start
max: immediate[2] / instruction[5] / 0.008 / 7
min: immediate[9] / instruction[5] / 1.36 / 5
[repair_timing]
item                       4_1_cts  5_1_grt
hold endpoints to repair         0        0
gates cloned                     3        0
setup buffers                   15        4
gates resized                  162        5
setup endpoints to repair       64       13
hold buffers                     0        0
pin swaps                       20        5
[power groups by stage]
stage,clock network [mW],logic [mW],registers [mW]
finish,0,0.167,0
global route,0,0.178,0
CTS,0,0.163,0
[logic make-up after synthesis]
| logic type | after synthesis | synth area share |
|---|---|---|
| and+or+nand+nor | 15 | 0.145 |
| AOI/OAI and AO/OA | 26 | 0.315 |
| buffers and inverters | 54 | 0.540 |
[worst max-delay path, delay by kind of cell]
kind / cells / cell delay, ns
buffers and inverters: 4 / 0.39
AOI/OAI and AO/OA: 2 / 0.27
and+or+nand+nor: 1 / 0.58
