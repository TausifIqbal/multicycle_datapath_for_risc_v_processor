==> /design/flow/run.sh <==
#!/bin/bash
# OpenROAD 26Q1-2900-gdf79404cd8, Yosys 0.63+post, stock flow scripts
make -C /OpenROAD-flow-scripts/flow DESIGN_CONFIG=/design/flow/config.mk WORK_HOME=/design/flow/orfs finish
==> /design/flow/config.mk <==
export PLATFORM = sky130hd
export DESIGN_NAME = Control
export DESIGN_NICKNAME = Control
export VERILOG_FILES = /design/flow/design.v
export SDC_FILE = /design/flow/constraint.sdc
export NUM_CORES = 4
export LEC_CHECK = 1
export CORE_AREA = 10 10 70 70
export DIE_AREA = 0 0 80 80
==> /design/flow/design.v <==
module Control(
    input [2:0]sel,
    input clk,
    input [6:0] opcode,
    output reg Branch,
    output reg Mem_Read,
    output reg MemtoReg,
    output reg [2:0]ALUOp,
    output reg Mem_Write,
    output reg [1:0] ALUSrc,
    output reg Reg_Write
    );
    always @(*)begin
    begin
    case(opcode)
    7'b0110011:begin 
            Reg_Write=1;
            Mem_Write=1'bX; 
            Mem_Read=1'bX; 
            MemtoReg=0; 
            ALUOp=3'b010; 
            ALUSrc=2'b00; 
            Branch=0; 
        end
     7'b0010011:begin 
            Reg_Write=1;
            Mem_Write=1'bX; 
            Mem_Read=1'bX; 
            MemtoReg=0; 
            ALUOp=3'b011; 
            ALUSrc=2'b11; 
            Branch=0;
        end
      7'b0000011:begin 
            Reg_Write=1'bX;
            Mem_Write=1'bX; 
            Mem_Read=1; 
            MemtoReg=1; 
            ALUOp=3'b000; 
            ALUSrc=2'b11; 
            Branch=0;
        end
        7'b0100011:begin 
            Reg_Write=1'bX;
            Mem_Write=1; 
            Mem_Read=1'bX; 
            MemtoReg=1'bX; 
            ALUOp=3'b000; 
            ALUSrc=2'b11; 
            Branch=0;
        end
        7'b1100011:begin 
            Reg_Write=1'bX;
            Mem_Write=1'bX; 
            Mem_Read=1'bX; 
            MemtoReg=1'bX; 
            ALUOp=3'b001; 
            ALUSrc=2'b00; 
            Branch=1;
        end
        7'b1101111:begin 
            Reg_Write=1;
            Mem_Write=1'bX; 
            Mem_Read=1'bX; 
            MemtoReg=1'b0; 
            ALUOp=3'b100; 
            ALUSrc=2'b10; 
            Branch=1;
        end
        7'b1100111:begin 
            Reg_Write=1'bX;
            Mem_Write=1'bX; 
            Mem_Read=1'bX; 
            MemtoReg=1'bX; 
            ALUOp=3'bXXX; 
            ALUSrc=1'bX; 
            Branch=1;
        end
        default: begin 
            Reg_Write=1'bX;
            Mem_Write=1'bX; 
            Mem_Read=1'bX; 
            MemtoReg=1'bX; 
            ALUOp=3'bXXX; 
            ALUSrc=1'bX; 
            Branch=1'bX;
        end
        endcase
    end
    end
endmodule
==> /design/flow/constraint.sdc <==
current_design Control

set clk_period 1.8
set clk_io_pct 0.2

create_clock -name clk0 -period $clk_period

set non_clock_inputs [all_inputs -no_clocks]
set_input_delay [expr $clk_period * $clk_io_pct] -clock clk0 $non_clock_inputs
set_output_delay [expr $clk_period * $clk_io_pct] -clock clk0 [all_outputs]
==> impl_metrics.csv <==
group,metric,value,unit
pwr,cellPowerDensity,139,mW/mm²
cts,cts.hold.buffers_added,0,
floorplan,core_region_area,0.00342,mm²
global_routing,grt_antenna_before_repair,0,
finish,clock_buffer_count,0,
floorplan,num_rows,21,
hold_path,worst_hold_path_type,"primary input to primary output",
final_timing,finalMaxSlewViolations,0,
floorplan,io_pins,21,
final_timing,report.final.setup_viol,0,
floorplan,die.size.y,80,µm
setup_path,criticalPathCategory,"primary input to primary output",
pwr,p_leak,0.219,nW
routing,diodes,0,
floorplan,die_width,80,µm
job,warning_count,36,
yosys,yosysSeqAreaShare,0,%
setup_path,crit_fanout,4,
setup_path,timing.critical_path.to_type,"primary output",
routing,drc,0,
final_timing,max_freq,0.580,GHz
place,place_hpwl,612,µm
place,placed_cells,89,
global_routing,first_global_vias,279,
hold_path,holdPathStages,4,
outcome,status,"complete, no violations",
finish,stdcell_count,93,
yosys,synthDistinctLibCells,17,
place,port_buffers,14,
routing,dr_total_vias,257,
final_timing,post-route-min-period,1.73,ns
pwr,sw_frac_of_total,44.7,%
setup_path,data_arrival_critical_path,1.37,ns
final_timing,fraction_of_the_cycle_the_final_worst_path_needs,95.9,%
routing,drtAntennaViolNets,0,
yosys,mean_cell_area_of_the_mapped_netlist,7.00,µm²
pwr,power_report.internal_total,0.0355,mW
finish,flop-count,0,
finish,lay_top_cells,"10 x buf_4, 6 x dlygate4sd2_1, 3 x conb_1, 3 x clkdlybuf4s15_2",
finish,layout_cells_sized_above_1,59.6,%
setup_path,timing.critical_path.from_type,"primary input",
finish,mostFrequentLayoutCell,"buf_4",
hold_path,holdCritStartpoint,"opcode[4]",
place,globalplace.congestion,0.723,
routing,detail_route.vias_per_cell,2.76,
final_timing,worst_hold_slack,1.13,ns
routing,first_iter_violations,9,
pwr,pwr-share-seq,0,%
finish,ff_latch_area,0,µm²
yosys,netlist_instances,22,
routing,route.final.wire_length,816,µm
yosys,number_of_warning_messages_in_the_yosys_log,1,
global_routing,grt_overflow_total,0,
hold_path,min_delay_worst_endpoint,"ALUOp[1]",
routing,post_drt_wl_per_cell,8.77,µm
floorplan,fp.dieArea,0.00640,mm²
finish,final_util,13.5,%
pwr,combPwrFrac,100.0,%
pwr,power.total,0.0643,mW
global_routing,grt_first_pass_wirelength,1190,µm
final_timing,report.final.hold_viol_count,0,
global_routing,combined_global_route_utilization_of_all_metal_layers,2.17,%
job,max_cap_violations,0,
yosys,mappedNetlistArea,154,µm²
pwr,worst_ir_drop_vdd,0.0000166,V
final_timing,layout_setup_ws,0.0745,ns
global_routing,grt_max_degree,5,
place,placement.setup.worst_slack,-0.517,ns
yosys,ys_chip_area,154,µm²
finish,area.growth.synth_to_final,200,%
floorplan,core_util_floorplan,4.51,%
routing,drt-pass1-iter-count,3,
pwr,clkPwrFrac,0,%
pwr,switching_power,0.0288,mW
setup_path,critPathRequiredTime,1.44,ns
yosys,yosys-stat-cells,22,
[worst max-delay path: stages]
cell and delay (ns):
clkdlybuf4s15_2 0.24, inv_1 0.10, nand3b_1 0.12, a2111oi_4 0.30, dlygate4sd2_1 0.24
[cell type report]
class	instances	area, µm²
well taps	46	57.6
inverters	1	3.75
multi-input cells	20	179
repair buffers	26	221
fillers	389	2950
[synth_stat cells]
cell type / n / area, µm²
and3_1: 1 / 6.26
conb_1: 1 / 3.75
nand3b_1: 1 / 7.51
nand3b_4: 1 / 20.0
a31oi_1: 1 / 6.26
nor2_1: 2 / 7.51
nand4_1: 1 / 6.26
nand2_1: 3 / 11.3
a211o_1: 1 / 8.76
nor2b_1: 1 / 6.26
a31o_2: 1 / 8.76
o21ai_1: 1 / 5.00
nor3_1: 1 / 5.00
buf_4: 3 / 22.5
a2111oi_2: 1 / 15.0
inv_1: 1 / 3.75
nor3_2: 1 / 10.0
[repair_timing]
| item | CTS | global route |
|---|---|---|
| endpoints found under the setup margin | 7 | 2 |
| buffers inserted | 5 | 0 |
| pin swaps | 4 | 5 |
| resized | 32 | 7 |
[logic make-up (layout without fill, tap and decap cells)]
family	count (synthesis)	in the layout	share of synthesized area [%]
buf+inv	4	27	17.1
other cells	1	3	2.44
simple gates	12	12	52.0
compound gates	5	5	28.5
[worst max-delay path by stage]
stage	end	slack [ns]	startpoint	cells after the start
4_1_cts	ALUSrc[0]	0.006	opcode[3]	5
5_1_grt	ALUOp[0]	-0.002	opcode[6]	5
6_report	ALUOp[0]	0.07	opcode[6]	5
[stage by stage]
stage / cell area, µm² / setup TNS (ns)
final: 462 / 0
after global routing: 462 / -0.00231
after CTS: 449 / 0
after detailed placement: 397 / -2.86
after global placement: 397 / -2.85
after floorplan: 161 / 0
[power by group through the flow]
stage     sequential (mW)  combinational [mW]  clock [mW]
4_1_cts                 0              0.0616           0
5_1_grt                 0              0.0698           0
6_report                0              0.0643           0
[per-layer routing]
| layer | part of all wire [%] | GRT usage (%) |
|---|---|---|
| met5 | 0 | 0 |
| met4 | 0 | 0 |
| met3 | 14 | 0.909 |
| met2 | 44 | 4.09 |
| met1 | 42 | 2.31 |
Power figures rest on the tool's default switching activity, not on a simulated workload.
